<file path="flow/design.v">
module test4( input [7:0] SW, output reg [0:6] HEX0,HEX6,HEX4 );
reg [3:0] bit2, bit3;
wire [3:0] bit1;
wire car_1;
reg car_0;
parameter Seg9 = 7'b000_1100; parameter Seg8 = 7'b000_0000; parameter Seg7 = 7'b000_1111; parameter Seg6 = 7'b010_0000; parameter Seg5 = 7'b010_0100;
parameter Seg4 = 7'b100_1100; parameter Seg3 = 7'b000_0110; parameter Seg2 = 7'b001_0010; parameter Seg1 = 7'b100_1111; parameter Seg0 = 7'b000_0001;
full_adder fulladd (bit1, car_1, bit2, bit3, car_0);  
always @(*)
begin
	bit2 = SW[7:4];
	bit3 = SW[3:0];
	car_0 = 1'b0;
end
always @(*)
begin
	case(SW[7:4])
		9:HEX6=Seg9;     8:HEX6=Seg8;	7:HEX6=Seg7;	6:HEX6=Seg6;
		5:HEX6=Seg5;	4:HEX6=Seg4;	3:HEX6=Seg3;	2:HEX6=Seg2;
		1:HEX6=Seg1;	0:HEX6=Seg0;  default: HEX6 = 7'b1111111;
	endcase
	case(SW[3:0])
		9:HEX4=Seg9;	8:HEX4=Seg8;	7:HEX4=Seg7;	6:HEX4=Seg6;
		5:HEX4=Seg5;	4:HEX4=Seg4;	3:HEX4=Seg3;	2:HEX4=Seg2;
		1:HEX4=Seg1;	0:HEX4=Seg0;	default: HEX4 = 7'b1111111;
	endcase
	case(bit1)
		9:HEX0=Seg9;	8:HEX0=Seg8;	7:HEX0=Seg7;	6:HEX0=Seg6;
		5:HEX0=Seg5;	4:HEX0=Seg4;	3:HEX0=Seg3;	2:HEX0=Seg2;			1:HEX0=Seg1;	0:HEX0=Seg0;	default: HEX0 = 7'b1111111;
	endcase
end
endmodule
module full_adder(sum, car, a, b, cin);
output [3:0] sum;
output car;
input [3:0] a, b;
input cin;
wire [2:0] c;
assign sum[0]=a[0] ^ b[0] ^ cin;
assign c[0]=((a[0] ^ b[0]) & cin) | (a[0] & b[0]);
assign sum[1]=a[1] ^ b[1] ^ c[0];
assign c[1]=((a[1] ^ b[1]) & c[0]) | (a[1] & b[1]);
assign sum[2]=a[2] ^ b[2] ^ c[1];
assign c[2]=((a[2] ^ b[2]) & c[1]) | (a[2] & b[2]);
assign sum[3]=a[3] ^ b[3] ^ c[2];
assign car=((a[3] ^ b[3]) & c[2]) | (a[3] & b[3]);
endmodule
</file>
<file path="flow/run.sh">
#!/bin/bash
# OpenROAD 26Q1-2900-gdf79404cd8, Yosys 0.63+post, stock flow scripts
make -C /OpenROAD-flow-scripts/flow DESIGN_CONFIG=/design/flow/config.mk WORK_HOME=/design/flow/orfs finish
</file>
<file path="flow/config.mk">
export PLATFORM = sky130hd
export DESIGN_NAME = test4
export DESIGN_NICKNAME = test4
export VERILOG_FILES = /design/flow/design.v
export SDC_FILE = /design/flow/constraint.sdc
export NUM_CORES = 4
export LEC_CHECK = 1
export CORE_AREA = 10 10 70 70
export DIE_AREA = 0 0 80 80
</file>
<file path="flow/constraint.sdc">
current_design test4

set clk_period 2.6
set clk_io_pct 0.2

create_clock -name clk0 -period $clk_period

set non_clock_inputs [all_inputs -no_clocks]
set_input_delay [expr $clk_period * $clk_io_pct] -clock clk0 $non_clock_inputs
set_output_delay [expr $clk_period * $clk_io_pct] -clock clk0 [all_outputs]
</file>
==> deck_impl_summary.md <==
Flow Results at a Glance

Place
  – Post-DP HPWL: 1643 um
  – GP Congestion: between 0.8 and 0.9
  – Pre-CTS WS: -1.024 ns
  – Placed Cells: 186
  – Placed cell area: 1106 sq um
  – Port Buf Inserts: 29

Logic synthesis
  – Synth top area cells: ha_1 (22%), o21ai_0 (11%), a21oi_1 (9.6%), inv_1 (7.2%), nand2b_1 (7.0%)
  – Mapped cell area: 625.6 sq um
  – Dominant cell type by area after synthesis: ha_1
  – Yosys Warn Count: 1
  – Syn Area/Cell: 6.585 sq um
  – Yosys Chip Area: 625.6 sq um
  – Sequential fraction of the synthesis area: 0
  – Top cell area share: 0.2200
  – Cell total in the yosys stat output: 95
  – Distinct lib cells: 24
  – Mapped Cells: 95

Power
  – Comb pwr share: 1.000
  – Switching Share: 0.3928
  – Max VDD drop: between 0.15 and 0.2 mV
  – PwrDens: around 270 nW/um^2
  – Pint: ~200 uW
  – Leak pwr: 0.5982 nW
  – Switch Pwr: 126.4 uW
  – Sequential power share: 0
  – Tot Pwr: approximately 320 uW
  – Clock network fraction of total power: 0

Drt
  – DR DRC count: 0
  – Vias/cell: just over 4
  – Drt first pass iters: 4
  – Via count: 793
  – Iteration-0 DRC Markers: 52
  – Routed WL: 2073 um
  – Wire per inst: 10.80 um
  – # diodes: 0
  – ANT nets after route: 0

Setup path
  – CP arrival: 2.29 ns
  – Worst setup path class: primary input to output port
  – Setup crit end: HEX0[0]
  – Crit path from: SW[4]
  – Kind of end point of the critical path: output port
  – Critical-path maximum fanout: 4
  – WP data required: ~2.1 ns
  – CP startpoint kind: primary input

Final layout
  – Clock buffer count in the final layout: 0
  – Most common logic cells in the final layout: buf_4 (20), clkdlybuf4s50_1 (14), o21ai_0 (12)
  – Final cell area excluding filler cells: 1205 sq um
  – Register area: 0 sq um
  – Dominant logic cell type in the layout: buf_4
  – Number of sequential cells: 0
  – Utilization after layout: 0.3527
  – Synth-to-Final Area Change: 92.60%
  – Final Non-Filler Cells: 192
  – Fillers: 367
  – Multi-input logic area: 596.8 sq um
  – Share of cells above drive strength 1: 0.4041

Final timing
  – Min Tclk post-route: 2.814 ns
  – Post-route setup slack: -0.2141 ns
  – Post-layout period usage: 1.082
  – Final Max Tran Viols: 0
  – F_max: 0.3554 GHz
  – Worst-Margin Slew: 0.2289 ns
  – Final setup vio count: 7
  – Relative slew slack: 0.8462
  – Unrepaired setup endpoints after global routing: true
  – Fin. Hold Viols: 0

GRT
  – Global-route wire length before repair: 3401 um
  – GR met3 Demand/Resource: 0.01932
  – Gr usage total: 0.06073
  – Antenna violations before repair: 0
  – Vias in the first global route: around 760
  – Met1 Use GR: 0.07933
  – Busiest grt layer: met2
  – Congestion Overflow GR: 0
  – Grt met2 use: 0.1011
  – Pin count of the biggest net entering global routing: 15

Hold path
  – Type of the worst min-delay path: primary input to output port

Die
  – Die Area: 6400 sq um
  – FP Core Util: 0.1832
  – IO Count: 29
  – Die W: 80 um
  – Core Rows: 21
  – Die Ht: 80 um
  – Core Area: 3416 sq um

Job
  – Max Cap Viol: 0
  – Tool warnings: 43

Status
  – Outcome: complete, but fails checks
  – Failing checks: negative setup slack
-- kinds of logic (layout without fill, tap and decap cells) --
| logic type | count (synthesis) | count (layout) | synth area share |
|---|---|---|---|
| buf+inv | 18 | 69 | 0.1320 |
| xor+xnor | 2 | 2 | 0.05200 |
| compound gates | 34 | 34 | 0.3080 |
| fa+ha+maj | 13 | 13 | 0.2840 |
| simple gates | 27 | 27 | 0.2060 |
| mux | 1 | 1 | 0.01800 |
-- power by group through the flow --
stage	Clock, mW	Combinational [mW]	Sequential (mW)
finish	0	0.322	0
global route	0	0.357	0
CTS	0	0.310	0
-- cell type report --
cell class                      instances  area share
Inverter                               12     0.03738
Timing Repair Buffer                   57      0.4195
Multi-Input combinational cell         77      0.4953
Tap cell                               46     0.04777
-- metrics by stage --
| stage | TNS [ns] | hold slack [ns] |
|---|---|---|
| after floorplan | -0.0009550 | 1.114 |
| after global placement | -8.046 | 2.178 |
| after detailed placement | -8.212 | 2.185 |
| after CTS | -2.409 | 1.600 |
| after global routing | -1.328 | 1.652 |
| final | -0.8292 | 1.613 |
-- layer usage --
layer / up-vias / routed length [um] / share of wire
met3: 0 / 193 / 0.093
met4: 0 / 0 / 0
met5: - / 0 / 0
met2: 24 / 939 / 0.45
met1: 344 / 940 / 0.45
li1: 425 / - / -
-- cell usage after synthesis (2+ instances only) --
| cell type | n |
|---|---|
| nor2_1 | 8 |
| buf_6 | 2 |
| clkbuf_1 | 4 |
| a31oi_1 | 2 |
| a21oi_1 | 12 |
| nand2_1 | 7 |
| ha_1 | 11 |
| fa_1 | 2 |
| inv_1 | 12 |
| nor3_1 | 2 |
| nand2b_1 | 7 |
| o21ai_0 | 14 |
-- what timing repair did --
item                                    CTS  global route
hold buffers                              0             0
hold endpoints to repair                  0             0
gates resized                            57            17
endpoints found under the setup margin   19            14
pin swaps                                 7             9
setup buffers                             5             2
-- critical path, cell delays in order --
cell	delay, ns
buf_8	0.08
ha_4	0.12
inv_2	0.03
fa_2	0.33
fa_2	0.34
xor3_2	0.27
buf_6	0.14
a21oi_2	0.05
a311o_1	0.31
buf_2	0.11
-- worst min path at each step --
stage,cells after the start,end,slack (ns),from
CTS,5,HEX0[0],1.60,SW[0]
global route,5,HEX0[0],1.65,SW[0]
finish,5,HEX0[0],1.61,SW[0]
Power figures rest on the tool's default switching activity, not on a simulated workload.
